File: flow/constraint.sdc
current_design acc

set clk_period 4.7
set clk_io_pct 0.2

create_clock -name clk0 -period $clk_period [get_ports {clk}]

set non_clock_inputs [all_inputs -no_clocks]
set_input_delay [expr $clk_period * $clk_io_pct] -clock clk0 $non_clock_inputs
set_output_delay [expr $clk_period * $clk_io_pct] -clock clk0 [all_outputs]
File: flow/run.sh
#!/bin/bash
# OpenROAD 26Q1-2900-gdf79404cd8, Yosys 0.63+post, stock flow scripts
make -C /OpenROAD-flow-scripts/flow DESIGN_CONFIG=/design/flow/config.mk WORK_HOME=/design/flow/orfs finish
File: flow/design.v
module acc (
    input  logic        clk,         
    input  logic        reset,       
    output logic [15:0] addr,        
    input  logic [31:0] dataR,       
    output logic [31:0] dataW,       
    output logic        en,          
    output logic        we,          
    input  logic        start,       
    output logic        finish       
);
    typedef enum logic [2:0] {
        S_IDLE,        
        S_READ,        
        S_WRITE,       
        S_DONE         
    } state_t;
    state_t state, next_state;
    logic [15:0] addr_reg;                   
    parameter int IMG_MEM_SIZE = 25344;     
    logic [15:0] write_addr;
    assign write_addr = addr_reg + IMG_MEM_SIZE;
    always_ff @(posedge clk or posedge reset) begin
        if (reset) begin
            state     <= S_IDLE;
            addr_reg  <= 16'd0;
        end else begin
            state <= next_state;
            case (state)
                S_WRITE: begin
                    addr_reg <= addr_reg + 1;
                end
                default: ;
            endcase
        end
    end
    always_comb begin
        next_state = state;
        en         = 1'b0;
        we         = 1'b0;
        dataW      = 32'd0;
        finish     = 1'b0;
        addr       = 16'd0;   
        case (state)
            S_IDLE: begin
                if (start) begin
                    next_state = S_READ;
                end
            end
            S_READ: begin
                en         = 1'b1;            
                we         = 1'b0;            
                addr       = addr_reg[15:0];  
                next_state = S_WRITE;
            end
            S_WRITE: begin
                en         = 1'b1;    
                we         = 1'b1;    
                dataW      = ~dataR;  
                addr       =  write_addr;  
                if (addr_reg == IMG_MEM_SIZE - 1)
                    next_state = S_DONE;
                else
                    next_state = S_READ;
            end
            S_DONE: begin
                finish = 1'b1;
                if (!start)
                    next_state = S_IDLE;  
            end
            default: next_state = S_IDLE;
        endcase
    end
endmodule
File: flow/config.mk
export PLATFORM = sky130hd
export DESIGN_NAME = acc
export DESIGN_NICKNAME = acc
export VERILOG_FILES = /design/flow/design.v
export SDC_FILE = /design/flow/constraint.sdc
export NUM_CORES = 4
export LEC_CHECK = 1
export CORE_AREA = 10 10 95 95
export DIE_AREA = 0 0 105 105
==> flow_metrics.tcl <==
# yosys + openroad results
set metrics [dict create \
    outcome "completed" \
    ys_ff 20 \
    rsz0062_at_grt "false" \
    ys_cells 156 \
    yosysWarnings 1 \
    topCellsByArea "dfrtp_1 (37%), nor2_1 (13%), xnor2_1 (9.6%)" \
    seq_area_um2 502 \
    num_vias 1317 \
    slew_viol_final 0 \
    synth_area_per_cell_um2 8.20 \
    end_kind "primary output" \
    final.setup.tns_ps 0 \
    r2r.worst_path.cells 4 \
    power_density_nw_per_um2 275 \
    routed_wirelength_um 4230 \
    synth_cells 156 \
    finalSetupViolations 0 \
    clk-insertion-delay-late_ps 250 \
    whs_path_depth 2 \
    cts_max_path_buffers 2 \
    path_cells "inv_1 -> buf_4 -> nor2_1 -> clkdlybuf4s50_1" \
    hold_slack_ps 489 \
    synth_cell_types 25 \
    grt_use_total_pct 7.52 \
    worstSetupPathDepth 4 \
    grt_pass1_wl_um 7020 \
    placed_cell_area_um2 2220 \
    cp_top_family "buffers and inverters" \
    cts_resized 0 \
    cap_violations 0 \
    drtPass1Iterations 4 \
    viasPerCell 3.95 \
    post_drt_wl_per_cell_um 12.7 \
    fillers 740 \
    ys_chip_area_um2 1280 \
    edf_count 0 \
    required_ps 3760 \
    synthArstFlopShare_pct 100 \
    grt.busiest_layer "met2" \
    std_cell_rows 30 \
    drc_errors 0 \
    logic_area_um2 718 \
    drive_above_1_share_pct 4.22 \
    cts_max_level 1 \
    start_kind "flop" \
    core-area_um2 6910 \
    layout_min_cycle_time_ps 2970 \
    antenna_cells 0 \
    final_hold_viol_count 0 \
    synth_area_um2 1280 \
    grt_max_degree 33 \
    grt-ovfl-total 0 \
    cp_max_fo 32 \
    final_util_pct 33.2 \
    io_buffers 85 \
    antenna_found_initial 0 \
    largest_reg_flops 16 \
    cts_hold_buffers 0 \
    rr_startpoint "state[1]" \
    fin_crit_sh_pct 63.1 \
    grt_util_met3_pct 2.48 \
    synth_area_leader_cell "dfrtp_1" \
    skew_ps 4.77 \
    warnings 27 \
    cts_setup_buffers 0 \
    cts_root_buf "clkbuf_8" \
    criticalPathCategory "flop to primary output" \
    synthFlopType "dfrtp_1" \
    clk_pin_slew_ps 80 \
    most_common_cell "nor2_1" \
    arrival_ps 2030 \
    ys_seq_share_pct 39.2 \
    ir_drop_mv 0.0984 \
    cpPeakStageDelay_ps 560 \
    syn2layout_area_growth_pct 79.1 \
    cts_buffers 3 \
    ios 86 \
    min_path_type "flop to flop" \
    die_area_um2 11000 \
    die_w_um 105 \
    ant_nets 0 \
    critPathLaunch "state[1]" \
    critPathSlowestCell "dfrtp_1" \
    gp_routability_congestion 0.799 \
    worst_slew_pin_slew_ps 765 \
    drt-initial-drc-count 82 \
    worst_hold_startpoint "state[0]" \
    top_cells_by_count "nor2_1 (44), dfrtp_1 (19), nand2_1 (14), xnor2_1 (14), o21ai_0 (11)" \
    maxSlewHeadroom_pct 49.0 \
    p_total_w 0.000630 \
    cts.sinks 20 \
    max_freq_mhz 337 \
    grt_pass1_vias 1344 \
    fp.dieH_um 105 \
    initCoreUtil_pct 18.5 \
    grtUsageMet1_pct 8.97 \
    stdcell_area_um2 2290 \
    crit_buf_inv 3 \
    use_met2_pct 13.3 \
    dp_hpwl_um 3500 \
    p_leak_nw 0.913 \
    cts_tree "built" \
    top_area_share_pct 37.1 \
]
[cell usage in the layout (no fill, tap or decap), drive strengths merged, types with 3 or more instances in the layout]
master	instances
and3	3
ha	4
nand4	6
nor2b	7
nand3	3
nand2	14
xor2	7
dfrtp	19
xnor2	14
clkbuf	3
inv	6
clkdlybuf4s50	85
o21ai	11
nor2	44
[kinds of logic (layout without fill, tap and decap cells)]
| kind of cell | Yosys count | after routing | synth area share, % |
|---|---|---|---|
| compound gates | 13 | 13 | 5.57 |
| xor+xnor | 21 | 21 | 14.4 |
| fa+ha+maj | 4 | 4 | 3.91 |
| buf+inv | 15 | 96 | 4.69 |
| flops | 20 | 20 | 39.2 |
| mux | 1 | 1 | 0.880 |
| simple gates | 82 | 82 | 31.4 |
[tightest hold or removal path: cells and delay by family (launching register included)]
family / cells / cell delay (ps)
flip-flops: 1 / 370
AND/OR/NAND/NOR: 2 / 130
[routing by layer]
metal | up-vias | part of all wire [%]
met5 | - | 0
met4 | 0 | 1.0
met3 | 4 | 8.3
met2 | 44 | 50
met1 | 604 | 41
li1 | 665 | -
[through the flow]
step	instances	worst slack [ps]
4_1_cts	333	1720
3_5_place_dp	329	1790
3_3_place_gp	329	1810
2_1_floorplan	156	2650
6_report	333	1730
5_1_grt	333	1600
[area by class of cell]
| cell class | count | share of cell area (%) |
|---|---|---|
| Sequential cell | 20 | 21.9 |
| Timing Repair Buffer | 86 | 37.4 |
| Inverter | 6 | 0.983 |
| Multi-Input combinational cell | 121 | 31.3 |
| Tap cell | 96 | 5.24 |
| Clock inverter | 1 | 1.31 |
| Clock buffer | 3 | 1.80 |
[where the power goes]
group | total (W) | switching, W | internal [W]
sequential | 0.000249 | 0.0000483 | 0.000200
combinational | 0.000212 | 0.0000619 | 0.000151
clock | 0.000169 | 0.0000553 | 0.000113
[worst paths after layout]
kind	to	slack [ps]
worst max-delay path	dataW[29]	1730
worst min-delay path	state[0]	490
worst max register to register	addr_reg[15]	2860
worst min register to register	state[0]	490
max in group asynchronous	addr_reg[0]	3100
min in group asynchronous	state[1]	1120
No activity file was given, so power comes from the tool's default toggle rates.
